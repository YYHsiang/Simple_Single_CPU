==> ./config.mk <==
export PLATFORM = sky130hd
export DESIGN_NAME = Reg_File
export DESIGN_NICKNAME = Reg_File
export VERILOG_FILES = /design/flow/design.v
export SDC_FILE = /design/flow/constraint.sdc
export NUM_CORES = 4
export LEC_CHECK = 1
export CORE_UTILIZATION = 30
==> ./constraint.sdc <==
current_design Reg_File

set clk_period 6.8
set clk_io_pct 0.2

create_clock -name clk0 -period $clk_period [get_ports {clk_i}]

set non_clock_inputs [all_inputs -no_clocks]
set_input_delay [expr $clk_period * $clk_io_pct] -clock clk0 $non_clock_inputs
set_output_delay [expr $clk_period * $clk_io_pct] -clock clk0 [all_outputs]
==> ./design.v <==
module Reg_File
(
    clk_i,
    rst_n,
    RegWrite_i,
    rs1_addr_i,
    rs2_addr_i,
    rd_addr_i,
    rd_data_i,
    rs1_data_o,
    rs2_data_o
);
    input           clk_i;       
    input           rst_n;       
    input           RegWrite_i;  
    input  [ 5-1:0] rs1_addr_i;  
    input  [ 5-1:0] rs2_addr_i;  
    input  [ 5-1:0] rd_addr_i;   
    input  [32-1:0] rd_data_i;   
    output [32-1:0] rs1_data_o;  
    output [32-1:0] rs2_data_o;  
    reg signed [31:0] register [0:31];  
    assign rs1_data_o = register[rs1_addr_i];
    assign rs2_data_o = register[rs2_addr_i];
    always @(negedge rst_n or posedge clk_i) 
    begin
        if (~rst_n)  
        begin  
            register[ 0] <= 0; register[ 1] <= 0; register[ 2] <= 0; register[ 3] <= 0;
            register[ 4] <= 0; register[ 5] <= 0; register[ 6] <= 0; register[ 7] <= 0;
            register[ 8] <= 0; register[ 9] <= 0; register[10] <= 0; register[11] <= 0;
            register[12] <= 0; register[13] <= 0; register[14] <= 0; register[15] <= 0;
            register[16] <= 0; register[17] <= 0; register[18] <= 0; register[19] <= 0;
            register[20] <= 0; register[21] <= 0; register[22] <= 0; register[23] <= 0;
            register[24] <= 0; register[25] <= 0; register[26] <= 0; register[27] <= 0;
            register[28] <= 0; register[29] <= 128; register[30] <= 0; register[31] <= 0;
        end
        else
        begin
            if (RegWrite_i)  
            begin
                if(rd_addr_i != 5'd0)  
                    register[rd_addr_i] <= rd_data_i;
            end
            else 
                register[rd_addr_i] <= register[rd_addr_i];
        end
    end
endmodule
==> ./run.sh <==
#!/bin/bash
# OpenROAD 26Q1-2900-gdf79404cd8, Yosys 0.63+post, stock flow scripts
make -C /OpenROAD-flow-scripts/flow DESIGN_CONFIG=/design/flow/config.mk WORK_HOME=/design/flow/orfs finish
==> flow_summary.toml <==
# yosys + openroad results
[yosys]
ys_ff = 1024
edf_count = 0
async_flop_share = 1.00
yosysUniqueCellTypes = 75
synth_chip_area_sq_mm = 0.0561
syn_area_sq_mm = 0.0561
synth_cells = 6302
ys.warnings.count = 2
yosysTopAreaCell = "dfrtp_1"
yosys.stat.seqShare = 0.457
topCellsByArea = "dfrtp_1 (46%), a22oi_1 (13%), nand2_1 (7.5%)"
top_cell_area_share = 0.457
syn_area_per_cell_sq_um = 8.89
yosys_cells = 6302
flop_cell = "dfrtp_1"

[worst_setup_path]
cp-end-kind = "output pin"
cp.arrival_ns = 5.29
cp_max_fo = 10
start_kind = "input port"
crit_type = "in -> out"
required_ns = 5.44

[sta]
fmax_ghz = 0.150
tns_ns = 0
setup_violations = 0
slew_viol_final = 0
tightest_slew_ns = 1.20
layout_min_cycle_time_ns = 6.65
grt_setup_unrepaired = "false"
period_used_share = 0.977
finClkSkew_ns = 0.0186
finalHoldViolCount = 0
maxSlewHeadroom = 0.197

[clock_network]
cts_tree = "done"
cts_buffers = 115
path_clk_slew_ns = 0.06
cts_htree_levels = 3
cts_sinks = 1024
cts-root-buf = "clkbuf_16"
cts_resized = 0
cts_max_path_buffers = 3
insertion_delay_ns = 0.83
ctsHoldBuffers = 0
cts_setup_buffers = 0

[place]
place_inst = 8621
portBuffers = 113
hpwl_mm = 263
gp_congestion = 1.12

[floorplanning]
placementRows = 158
die_w_um = 434
chipArea_sq_mm = 0.189
core_sq_mm = 0.185
num_io_pins = 114
fp_util = 0.302
die_h_um = 434

[cells_and_area]
syn_to_final_growth_pct = 19.7
top_register = "register"
drive_above_1_share = 0.151
reg_top3 = "register x1024"
largest_reg_flops = 1024
post-route-util = 0.362
stdcell_count = 8916

[routing]
first_iter_violations = 11000
ant_nets = 0
drt-total-wl_mm = 419
vias_per_cell = 7.29
vias = 65000
dr.pass1.iters = 11
remaining_drc_errors = 0
routedWlPerCell_um = 47.0

[global_routing]
grt_max_degree = 123
grt_usage = 0.455
grt_pass1_vias = 60700
antenna_found_initial = 64
grt_overflow = 0
grt_pass1_wl_mm = 556

[run]
warnings = 76
max_cap_violations = 0

[power]
power.density_mw_per_mm2 = 301
irDropWorstVdd_mv = 0.232
p_leak_nw = 28.1

[outcome]
status = "finished clean"

[worst_hold_path]
hold_path_class = "reg -> reg"
## path summary, 6_finish.rpt
kind	startpoint	to	slack, ns	cells after the start
setup / recovery	rs1_addr_i[3]	rs1_data_o[30]	0.15	10
hold / removal	register[0][6]	register[0][6]	0.40	0
setup reg to reg	register[11][7]	register[28][7]	3.81	7
hold reg to reg	register[0][6]	register[0][6]	0.40	0
max in group asynchronous	rst_n	register[0][7]	4.37	3
min in group asynchronous	rst_n	register[19][19]	0.56	1
## critical path: stages
cell,delay (ns)
clkdlybuf4s50_1,0.77
nand2b_1,0.52
nor2_4,0.88
buf_4,0.35
a22oi_1,0.09
nand2_1,0.10
nor3_1,0.07
a31oi_1,0.48
buf_4,0.20
clkdlybuf4s50_1,0.45
## layer usage
layer | wire length [um] | track usage | share of wire | up-vias
met3 | 75100 | 0.316 | 0.18 | 2717
met2 | 156000 | 0.570 | 0.37 | 6989
met5 | 1190 | 0.0739 | 0.0028 | -
met1 | 139000 | 0.523 | 0.33 | 31400
met4 | 46800 | 0.356 | 0.11 | 47
li1 | - | - | - | 23800
## kinds of logic (layout without fill, tap and decap cells)
group | Yosys count | in the layout | share of synthesized area
AND-OR/OR-AND | 2383 | 2383 | 0.291
other | 0 | 77 | 0
flip-flops | 1024 | 1024 | 0.457
AND/OR/NAND/NOR | 2009 | 2009 | 0.165
buffers and inverters | 714 | 771 | 0.0531
multiplexers | 172 | 172 | 0.0340
## cell usage after synthesis (11+ instances only)
| cell type | instances |
|---|---|
| and3_1 | 150 |
| o21ai_1 | 80 |
| mux2_2 | 133 |
| and4_1 | 25 |
| inv_1 | 14 |
| mux2i_1 | 37 |
| buf_2 | 94 |
| buf_1 | 41 |
| buf_6 | 15 |
| nand2_1 | 1122 |
| o41ai_2 | 11 |
| nor3_1 | 78 |
| a222oi_1 | 13 |
| dfrtp_1 | 1023 |
| o31ai_1 | 64 |
| clkbuf_2 | 31 |
| nand2b_1 | 25 |
| or3b_2 | 12 |
| nand3_1 | 88 |
| a22o_1 | 106 |
| a2111oi_0 | 53 |
| nand3b_1 | 21 |
| a211oi_1 | 14 |
| o21ai_0 | 745 |
| a221oi_1 | 105 |
| a22oi_1 | 998 |
| clkbuf_1 | 512 |
| nand4_1 | 208 |
| a21oi_1 | 49 |
| a31oi_1 | 61 |
| a32oi_1 | 20 |
| nor2_1 | 204 |
## area by class of cell
type	count	area (sq um)
tap	2480	3100
fill	18500	118000
inverter	14	52.6
multi-input combinational	4564	28600
sequential	1024	25600
timing repair buffer	539	5530
clock buffer	157	3250
clock inverter	61	797
antenna	77	193
## cell usage in the layout (no fill, tap or decap), types with 94 or more instances in the layout
cell | netlist | routed
nand2_1 | 1122 | 1090
dfrtp_1 | 1023 | 1023
a22oi_1 | 998 | 998
o21ai_0 | 745 | 744
buf_4 | 7 | 333
nand4_1 | 208 | 208
and3_1 | 150 | 149
mux2_2 | 133 | 133
nor2_1 | 204 | 116
clkbuf_16 | 0 | 115
a22o_1 | 106 | 106
clkdlybuf4s50_1 | 0 | 106
a221oi_1 | 105 | 105
buf_12 | 0 | 97
nor2_4 | 0 | 94
## where the power goes
group	switching [mW]	internal (mW)
sequential	2.37	7.51
clock	2.92	3.89
combinational	2.16	1.37
total	7.45	12.8
## stage by stage
step	power (mW)	worst slack [ns]	cell area (sq um)	hold WS [ns]
global placement	13.1	0.284	62900	0.388
detailed placement	13.2	0.303	62900	0.389
CTS	19.9	0.289	66900	0.405
global route	20.7	0.153	67000	0.413
finish	20.2	0.155	67100	0.401
floorplan	10.6	2.29	56100	0.451
Power is estimated from default activity; no workload was simulated.
