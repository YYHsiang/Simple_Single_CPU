[flow/design.v]
module ALU
(
    srcA_i,
    srcB_i,
    ALUctrl_i,
    ALUresult_o,
    NZCV_o
);
    input  [32-1:0] srcA_i;       
    input  [32-1:0] srcB_i;       
    input  [ 4-1:0] ALUctrl_i;    
    output [32-1:0] ALUresult_o;  
    output [ 4-1:0] NZCV_o;       
    reg    [33-1:0] result;  
    assign ALUresult_o = result[31:0];  
    assign NZCV_o[3]   = result[31];  
    assign NZCV_o[2]   = ~|result[31:0];  
    assign NZCV_o[1]   = (ALUctrl_i == 4'b0010 || ALUctrl_i == 4'b0110) ? result[32] : 1'b0;  
    assign NZCV_o[0]   = (srcA_i[31] ^ (srcA_i[31] + srcB_i[31])) & (srcB_i[31] ^ (srcA_i[31] + srcB_i[31]));  
    always @(*)
    begin
        case(ALUctrl_i) 
            4'b0000: result = srcA_i & srcB_i;                                    
            4'b0001: result = srcA_i | srcB_i;                                    
            4'b0010: result = srcA_i + srcB_i;                  
            4'b0110: result = srcA_i -{1'b1, srcB_i};                  
            4'b0111: result = ($signed(srcA_i) < $signed(srcB_i)) ? 33'd1:33'd0 ;  
            4'b1100: result = ~(srcA_i | srcB_i);                                    
            4'b1101: result = ~(srcA_i & srcB_i);                                    
            default: result = 33'd0;                               
        endcase
    end
endmodule
[flow/run.sh]
#!/bin/bash
# OpenROAD 26Q1-2900-gdf79404cd8, Yosys 0.63+post, stock flow scripts
make -C /OpenROAD-flow-scripts/flow DESIGN_CONFIG=/design/flow/config.mk WORK_HOME=/design/flow/orfs finish
[flow/config.mk]
export PLATFORM = sky130hd
export DESIGN_NAME = ALU
export DESIGN_NICKNAME = ALU
export VERILOG_FILES = /design/flow/design.v
export SDC_FILE = /design/flow/constraint.sdc
export NUM_CORES = 4
export LEC_CHECK = 1
export CORE_UTILIZATION = 40
[flow/constraint.sdc]
current_design ALU

set clk_period 29.2
set clk_io_pct 0.2

create_clock -name clk0 -period $clk_period

set non_clock_inputs [all_inputs -no_clocks]
set_input_delay [expr $clk_period * $clk_io_pct] -clock clk0 $non_clock_inputs
set_output_delay [expr $clk_period * $clk_io_pct] -clock clk0 [all_outputs]
==> reports/results.ini <==
[flow_run]
warnings = 96
cap_viol_max_count = 0

[global_route]
grt_usage_pct = 26.24
grt_pass1_vias = 5454
antenna_found_initial = 0
grt_start_max_net_pins = 71
gr-total-overflow = 0
grt_first_pass_wirelength_um = 29170

[floorplan]
fp-row-count = 41
chipArea_um2 = 13900
num_io_pins = 104
fp_util_pct = 41.73
dieWidth_um = 117.9
die_h_um = 117.9
coreArea_um2 = 12880

[power]
p_leak_uw = 0.002919
power_switching_uw = 65.71
seqPwrFrac_pct = 0
total_power_uw = 120.1
vdd_drop_max_v = 0.000006240
power_density_nw_per_um2 = 18.42
internal_power_uw = 54.42
switching_share_pct = 54.70
comb_power_share_pct = 100.0
clkPwrFrac_pct = 0

[synth]
yosys.stat.chipArea_um2 = 5373
top_cell = ha_1
postSynthAreaPerCell_um2 = 7.183
yosysWarningCount = 1
top_cell_area_share_pct = 29.81
syn_area_um2 = 5373
ys_seq_share_pct = 0
area_leaders = ha_1 (30%), xnor2_1 (6.8%), inv_1 (5.9%)
yosysCellCount = 748
synth_cells = 748
post-synth-top-area-cell = ha_1
synth.distinct_cells = 62
yosys-top-cells-count = ha_1 (128), inv_1 (84), nand2_1 (57)

[critical_path]
worst-path-max-fanout = 30
endpoint_kind = primary output
crit_required_ns = 23.36
critical_path.startpoint = ALUctrl_i[1]
critPathCapture = NZCV_o[2]
critical_path_arrival_ns = 12.24
crit_type = input pin to primary output
start_kind = input pin

[routing]
routed_wirelength_um = 18260
vias = 5931
drc = 0
antenna_cells = 0
viasPerCell = 5.973
postRouteAntennaNets = 0
drt_first_iter_violations = 454
wire_per_inst_um = 18.39
drt_first_pass_iters = 7

[final_timing]
finalSetupViolCount = 0
slew_violations = 0
fin_setup_tns_ns = 0
hold_viol = 0
period_needed_ns = 18.08
max_freq_ghz = 0.05530
maxSlewHeadroom_pct = 46.43
fin_crit_sh_pct = 61.93
tightest_slew_ns = 0.7962
rsz0062_at_grt = no

[placed_design]
gp_congestion = 1.011
portBuffers = 104
dp.final_hpwl_um = 14650

[clock_tree]
cts.hold.buffers_added = 0
cts_resized = 0
cts_setup_buffers = 0

[layout]
area_delta_synth_final_pct = 21.38
n_fill_cell = 1256
clockBufferCount = 0
layout-drive-gt1-share_pct = 3.167
seq_cells = 0
seq_area_um2 = 0

[worst_hold_path]
whs_path_depth = 6
min_from = ALUctrl_i[0]
hold_path_class = input pin to primary output

[outcome]
outcome = completed

-- placed cells by master (no fill, tap or decap), drive strengths merged, types with 8 or more instances in the layout --
| master | n |
|---|---|
| buf | 10 |
| nor3 | 15 |
| o22ai | 16 |
| nand3 | 15 |
| xor2 | 16 |
| clkdlybuf4s50 | 103 |
| or4 | 8 |
| xnor2 | 42 |
| a31oi | 11 |
| a21oi | 47 |
| o221ai | 24 |
| nand4 | 13 |
| o21ai | 44 |
| nor4 | 11 |
| inv | 84 |
| a221o | 23 |
| ha | 128 |
| nand2 | 57 |
| nor2 | 25 |
| a21o | 18 |
| o31ai | 9 |
| nor2b | 10 |
-- worst min path at each step --
stage / slack, ns / to
4_1_cts: 12.58 / ALUresult_o[29]
5_1_grt: 12.64 / ALUresult_o[29]
6_report: 12.58 / ALUresult_o[29]
-- through the flow --
| stage | instances | util (%) | setup slack, ns | hold slack, ns | instance area [um2] |
|---|---|---|---|---|---|
| after detailed placement | 993 | 50.65 | 11.21 | 12.58 | 6521 |
| after floorplan | 748 | - | 12.84 | 11.81 | 5373 |
| after global routing | 993 | 50.65 | 10.67 | 12.64 | 6521 |
| after global placement | 993 | 50.65 | 11.30 | 12.59 | 6521 |
| after CTS | 993 | 50.65 | 11.18 | 12.58 | 6521 |
| final | 993 | 50.65 | 11.12 | 12.58 | 6521 |
-- power by group through the flow --
stage / sequential, uW / combinational (uW) / clock, uW
CTS: 0 / 119 / 0
global route: 0 / 132 / 0
finish: 0 / 120 / 0
-- layer usage --
layer	vias to the layer above	wire length, um	global-route usage (%)
met4	0	187	3.045
met2	265	8075	41.54
met1	2730	8754	39.67
met3	16	1242	1.976
met5	-	0	0
li1	2920	-	-
-- worst max-delay path, cell delays in order --
cell	delay, ns
clkdlybuf4s50_1	0.46
buf_4	0.29
inv_1	0.32
nor3_2	0.23
buf_4	0.24
and2_1	0.60
mux2i_1	0.24
fa_1	0.46
a21o_1	0.21
a221oi_1	0.56
o21ai_0	0.35
xnor2_1	0.22
o22ai_1	0.12
or4_1	0.55
nor4b_2	0.26
nand4_1	0.14
nor4_2	0.25
nand3_1	0.16
nor4b_2	0.25
clkdlybuf4s50_1	0.50
-- layout make-up --
| cell class | instances | area (um2) | area share [%] |
|---|---|---|---|
| timing repair buffer | 113 | 1104 | 16.92 |
| multi-input combinational | 624 | 4887 | 74.94 |
| tap | 172 | 215.2 | 3.300 |
| inverter | 84 | 315.3 | 4.835 |
-- cell families after synthesis --
logic type                 share of synthesized area [%]
AOI/OAI and AO/OA                                  32.44
and+or+nand+nor                                    18.61
adders and majority gates                          30.18
buffers and inverters                              9.129
xor gates and xnor gates                           9.455
muxes                                             0.1863
Power figures rest on the tool's default switching activity, not on a simulated workload.
