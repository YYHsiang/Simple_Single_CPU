===== /design/flow/design.v =====
module Data_Memory
(
    clk_i,
    addr_i,
    data_wr_i,
    MemRead_i,
    MemWrite_i,
    data_rd_o
);
    input           clk_i;       
    input  [32-1:0] addr_i;      
    input  [32-1:0] data_wr_i;   
    input           MemRead_i;   
    input           MemWrite_i;  
    output [32-1:0] data_rd_o;   
    reg     [ 7:0] mem_block [0:127];  
    wire    [31:0] memory    [0: 31];  
    integer idx;    
    genvar  block;  
    generate
        for(block = 0; block < 32; block = block + 1'b1)
        begin : MEM_mapping
            assign  memory[block] = {mem_block[3 + 4*block], mem_block[2 + 4*block], mem_block[1 + 4*block], mem_block[0 + 4*block]};
        end
    endgenerate
    assign data_rd_o = (MemRead_i) ? {mem_block[addr_i+3], mem_block[addr_i+2], mem_block[addr_i+1], mem_block[addr_i]} : 32'd0;
    initial begin
        for(idx = 0; idx < 128; idx = idx + 1'b1)
            mem_block[idx] = 8'd0;
    end
    always@(posedge clk_i) begin
        if(MemWrite_i) begin
            mem_block[addr_i + 3] <= data_wr_i[31:24];
            mem_block[addr_i + 2] <= data_wr_i[23:16];
            mem_block[addr_i + 1] <= data_wr_i[15: 8];
            mem_block[addr_i    ] <= data_wr_i[ 7: 0];
        end
    end
endmodule

===== /design/flow/run.sh =====
#!/bin/bash
# OpenROAD 26Q1-2900-gdf79404cd8, Yosys 0.63+post, stock flow scripts
make -C /OpenROAD-flow-scripts/flow DESIGN_CONFIG=/design/flow/config.mk WORK_HOME=/design/flow/orfs finish

===== /design/flow/config.mk =====
export PLATFORM = sky130hd
export DESIGN_NAME = Data_Memory
export DESIGN_NICKNAME = Data_Memory
export VERILOG_FILES = /design/flow/design.v
export SDC_FILE = /design/flow/constraint.sdc
export NUM_CORES = 4
export LEC_CHECK = 1
export CORE_UTILIZATION = 50

===== /design/flow/constraint.sdc =====
current_design Data_Memory

set clk_period 36.5
set clk_io_pct 0.2

create_clock -name clk0 -period $clk_period [get_ports {clk_i}]

set non_clock_inputs [all_inputs -no_clocks]
set_input_delay [expr $clk_period * $clk_io_pct] -clock clk0 $non_clock_inputs
set_output_delay [expr $clk_period * $clk_io_pct] -clock clk0 [all_outputs]

==> flow_summary_export.csv <==
group,metric,value,unit
clock_tree,cts_resized,0,
global_route,grt_util_met1,0.676,
clock_tree,cts-root-buf,"clkbuf_16",
clock_tree,cts_sinks,1024,
route,vias,94500,
global_route,first_global_vias,87900,
final_timing,finalCritPeriodShare,0.606,
route,drtIter0Drc,11900,
floorplanning,die_y,456,um
clock_tree,hold_buffers,0,
route,first_pass_iters,6,
floorplanning,die_w,456,um
finish,largest_register,"mem_block",
critical_path,worstSetupStartpoint,"addr_i[1]",
final_timing,fin_crit,22100,ps
logic_synthesis,syn_inst,9390,
critical_path,required,29200,ps
global_route,track_usage,0.606,
finish,syn2layout_area_growth,7.32,%
power,ir_worst_vdd,56.5,uV
place,hpwl,397000,um
final_timing,fmax,0.0452,GHz
global_route,grt_max_degree,97,
place,finalWeightedCongestion,1.16,
clock_tree,cts_setup_buffers,0,
clock_tree,cts_tree,"yes",
flow_run,maxCapViolCount,0,
finish,largest_reg_flops,1024,
worst_hold_path,worstHoldStart,"data_wr_i[4]",
run_status,status,"completed",
floorplanning,floorplan.core_util,0.503,
logic_synthesis,edf_count,1024,
final_timing,fin_ws,14400,ps
critical_path,crit_type,"primary input to primary output",
clock_tree,cts_buffer_depth,3,
final_timing,finalHoldViolCount,0,
final_timing,maxSlewHeadroom,0.0805,
global_route,grtUsageMet2,0.747,
critical_path,cpMostUsedCell,"buf_4",
place,place_ws,14920,ps
finish,final_core_util,0.540,
place,place.port_buffers,73,
route,postRouteAntennaNets,0,
critical_path,cp_slowest_cell,"xnor2_4",
floorplanning,dieArea,208000,um^2
final_timing,setup_tns,0,ps
finish,drive_above_1_share,0.297,
final_timing,tightest_slew,1340,ps
critical_path,cp_max_fo,31,
route,drc,0,
final_timing,rsz0062_at_grt,"no",
worst_hold_path,hold_depth,2,
logic_synthesis,yosys_warnings,1,
global_route,grt_pass1_wl,785000,um
clock_tree,htreeDepth,4,
clock_tree,clkTransAtPathRegs,60,ps
power,power_density,34.7,nW/um^2
floorplanning,row_count,166,
floorplanning,ioPinCount,99,
final_timing,setup_violations,0,
finish,fin_area,111000,um^2
global_route,antenna_found_initial,96,
logic_synthesis,synth_area,103000,um^2
route,wl_per_cell,49.9,um
global_route,grt.met3_usage,0.513,
critical_path,critical_path_buf_inv_count,6,
critical_path,critical_path.cell_chain,"buf_4 -> buf_4 -> ha_1 -> nand3_4 -> xnor2_4 -> buf_4 -> buf_4 -> nand4_1 -> buf_4 -> nor2_1 -> a21oi_1 -> o2111ai_1 -> o21a_1 -> clkdlybuf4s50_1",
final_timing,final_max_slew_viol_count,0,
power,power,3.84,mW
power,power.leakage,38.6,nW
floorplanning,coreArea,205000,um^2
logic_synthesis,async_reset_ff_frac,0,
logic_synthesis,ys_cells,9390,
logic_synthesis,synth_cell_types,87,
flow_run,warnings,58,
worst_hold_path,hold_path.class,"primary input to register",
critical_path,endpoint_kind,"primary output",
route,finalWirelength,592000,um
critical_path,crit_family,"buffers and inverters",
global_route,busiest_layer,"met2",
place,place_area,106000,um^2
critical_path,worst_setup_path_start_kind,"primary input",
critical_path,worst_ep_arrival_time,14800,ps
route,via_per_inst,7.96,
place,dpl.cell_count,11500,
global_route,grt_overflow,0,
critical_path,cpPeakStageDelay,790,ps
logic_synthesis,numSynthFlops,1024,
worst_hold_path,holdPathEnd,"mem_block[25][4]$_DFFE_PP_",
finish,stdcell_count,11900,
logic_synthesis,yosysSeqAreaShare,0.298,
finish,reg_top3,"mem_block: 1024 flops",
logic_synthesis,synthFlopType,"edfxtp_1",
logic_synthesis,avgSynthCellArea,11.0,um^2
clock_tree,cts_buffers,134,
final_timing,hold_ws,7000,ps
logic_synthesis,ys_area,103000,um^2
## synth_stat cells (all sizes together) (5+ instances only)
cell | instances | area [um^2]
clkbuf | 676 | 2540
o32ai | 6 | 52.6
nor4 | 21 | 231
inv | 19 | 71.3
o221ai | 24 | 210
o211ai | 28 | 210
nand4 | 37 | 265
or3 | 52 | 325
or2 | 8 | 50.1
a22oi | 16 | 120
ha | 7 | 87.6
a211oi | 397 | 2990
a21o | 387 | 2910
nor3 | 94 | 546
nand2 | 1086 | 4110
nand3b | 10 | 75.1
and4 | 5 | 46.3
a221oi | 14 | 123
mux2i | 1183 | 11800
mux2 | 668 | 7520
and2 | 17 | 106
a311oi | 7 | 61.3
and3 | 24 | 150
a31oi | 42 | 263
a21oi | 194 | 978
a2111oi | 25 | 313
or4 | 5 | 37.5
xnor2 | 14 | 216
nand3 | 147 | 803
mux4 | 1070 | 24100
nor2 | 803 | 3520
o22ai | 37 | 231
a32o | 7 | 70.1
a41oi | 5 | 43.8
o21ai | 629 | 3150
edfxtp | 1024 | 30700
a211o | 5 | 43.8
o2111ai | 25 | 219
buf | 499 | 3000
a32oi | 35 | 307
## metal layers
metal,routed length [um],part of all wire
met1,177000,0.30
met2,232000,0.39
met3,124000,0.21
met4,53700,0.091
met5,4910,0.0083
## where the power goes
part	switching, mW	total (mW)	internal [mW]
registers	0.0302	1.35	1.32
clock network	0.588	1.33	0.746
logic	0.782	1.15	0.371
## worst max-delay path by stage
stage               end  slack, ps  depth (start not counted)
4_1_cts   data_rd_o[24]      14910                         13
5_1_grt   data_rd_o[26]      14480                         13
6_report  data_rd_o[11]      14400                         14
## cells by family after synthesis
family / Yosys count / share of synthesized area
mux: 2921 / 0.422
simple gates: 2317 / 0.100
compound gates: 1910 / 0.122
buf+inv: 1194 / 0.0544
flops: 1024 / 0.298
xor+xnor: 17 / 0.00254
fa+ha+maj: 7 / 0.000850
## cells in the final DEF, fill, tap and decap left out, types with 17 or more instances in the layout
cell / netlist / routed
nor3_1: 79 / 53
edfxtp_1: 1024 / 1024
o2111ai_1: 25 / 21
a211oi_1: 396 / 395
clkbuf_16: 0 / 138
nand2_2: 12 / 17
nor2_1: 748 / 746
buf_4: 136 / 501
o21ai_1: 283 / 283
buf_6: 34 / 32
diode_2: 0 / 147
a32oi_1: 35 / 35
clkinv_2: 0 / 25
nand4_1: 33 / 33
nand2_1: 1074 / 1069
o21ai_0: 345 / 345
mux4_2: 1070 / 1070
a31oi_1: 42 / 42
or3_1: 52 / 52
clkdlybuf4s50_1: 0 / 34
and3_1: 24 / 20
nor2_4: 30 / 31
mux2i_1: 1183 / 1183
o211ai_1: 28 / 28
clkbuf_1: 676 / 26
o221ai_1: 24 / 24
o22ai_1: 37 / 37
nand3_1: 138 / 126
a21o_1: 386 / 386
clkinv_1: 0 / 31
mux2_2: 668 / 668
a21oi_1: 192 / 192
nor3_2: 15 / 40
## cell type report
cell class                      count  area (um^2)
Fill cell                       17100        94200
Multi-Input combinational cell   7172        67200
Sequential cell                  1024        30700
Timing Repair Buffer              578         4630
Clock buffer                      164         3550
Tap cell                         2688         3360
Clock inverter                     75          613
Antenna cell                      147          368
Inverter                           19         86.3
Power is estimated from default activity; no workload was simulated.
